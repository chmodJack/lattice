==> ./design.v <==
module test_module #(parameter N = 12000000 ,WIDTH = 31)(clk,clk_out,rst);
input wire [0:0] clk;
input wire [0:0] rst;
output reg [7:0] clk_out;
reg [WIDTH:0]counter;
initial
begin
	clk_out=8'b1111_1111;
end
always@(posedge clk)
begin
	if (counter == (N-1))
	begin
		counter <= 0;
	end
	else
	begin
		counter <= counter + 1;
	end
end
always @(posedge clk)
begin
	if(rst == 0)
		clk_out<=8'b1111_1111;
	else if (counter == (N-1))
	begin
		clk_out <=clk_out-1;
	end
end
endmodule
==> ./run.sh <==
#!/bin/bash
# OpenROAD 26Q1-2900-gdf79404cd8, Yosys 0.63+post, stock flow scripts
make -C /OpenROAD-flow-scripts/flow DESIGN_CONFIG=/design/flow/config.mk WORK_HOME=/design/flow/orfs finish
==> ./config.mk <==
export PLATFORM = sky130hd
export DESIGN_NAME = test_module
export DESIGN_NICKNAME = test_module
export VERILOG_FILES = /design/flow/design.v
export SDC_FILE = /design/flow/constraint.sdc
export NUM_CORES = 4
export LEC_CHECK = 1
export CORE_UTILIZATION = 40
==> ./constraint.sdc <==
current_design test_module

set clk_period 4.1
set clk_io_pct 0.2

create_clock -name clk0 -period $clk_period [get_ports {clk}]

set non_clock_inputs [all_inputs -no_clocks]
set_input_delay [expr $clk_period * $clk_io_pct] -clock clk0 $non_clock_inputs
set_output_delay [expr $clk_period * $clk_io_pct] -clock clk0 [all_outputs]
==> flow_summary.yaml <==
# flow metrics
route:
  via_count: 1444
  routed_wl_mm: 3.440
  drtAntennaViolNets: 0
  route.detailed.drc: 0
  drtIter0Drc: 58
  via_per_inst: 5.449
  wl_per_cell_um: 12.98
  insertedDiodeCount: 0
  drt-pass1-iter-count: 4
final_timing:
  tns_ns: 0
  slew_headroom: 0.4286
  hold_viol_final: 0
  min_period_ns: 2.327
  setup_ws_ns: 1.773
  worst_slew_pin_slew_ns: 0.8493
  clock_skew_ns: 0.0006345
  max_freq_mhz: 429.7
  finalSetupViolations: 0
  maxSlewViolCount: 0
  finalCritPeriodShare: 0.5677
  rsz0062_at_grt: "false"
  whs_ns: 0.4712
finish:
  drive_above_1_share: 0.1268
  nFillCells: 409
  fin_area_sq_um: 2082
  fin_util: 0.4717
  areaGrowthSynthToFinish_pct: 12.13
  comb_area_sq_um: 1015
  flop_area_sq_um: 800.8
worst_setup_path:
  cp.arrival_ns: 2.47
  crit_type: "reg -> reg"
  critPathRequiredTime_ns: 4.24
  crit_path_start_kind: "flop"
  critPathMaxStageDelay_ns: 0.65
  crit_slowest_cell: "nor3_4"
  critPathMaxFanout: 17
  end_kind: "flop"
  worstPathCellList: "ha_1 > and4_1 > nand4_1 > nor3_4 > mux2_2"
synth:
  ys_cells: 201
  ys_types: 35
  ys_seq_frac: 0.4313
  netlist_area_sq_um: 1857
  synthArstFlopShare: 0
  ys_top_cells_by_count: "40 x dfxtp_1, 20 x nand2_1, 20 x xnor2_1, 17 x nor4_1, 14 x nand3_1"
  synth_area_per_cell_sq_um: 9.238
  syn_inst: 201
  synth_top_flop_cell: "dfxtp_1"
  synth_dominant_cell_count: "dfxtp_1"
  synth.top_cell.area_share: 0.4313
  synth_flops: 40
  yosysWarnings: 1
  ys_area_sq_um: 1857
  synth-edff-count: 0
  topCellsByArea: "dfxtp_1 43%, xnor2_1 9.4%, nor4_1 5.7%"
  largest_area_cell: "dfxtp_1"
placement:
  io_buffers: 9
  placed_area_sq_um: 1989
  dp_slack_ns: 1.777
  gp_congestion: 0.7865
floorplanning:
  fp.dieH_um: 70.13
  core.rowCount: 24
  dieWidth_um: 70.13
  ios: 10
  die_area_sq_um: 4918
  floorplanUtilization: 0.4206
  core_area_sq_um: 4414
grt:
  grt_pass1_vias: 1284
  antenna_found_initial: 0
  track_usage: 0.1474
  grt_start_max_net_pins: 18
  grt_pass1_wl_mm: 5.844
  grt_overflow: 0
power:
  pwr-share-seq: 0.637
  p_int_uw: 523.4
  combPwrFrac: 0.007
  switchingPower_uw: 87.15
  power_density_nw_per_um2: 293.3
  max-vdd-ir-drop_v: 0.0001519
  leakage_uw: 0.0007351
  swShare: 0.1427
  clockPowerShare: 0.356
clock_tree:
  cts_root_buf: "clkbuf_8"
  htreeDepth: 2
  cts_made_buffers: 5
  cts_sinks: 40
  cts.clk_slew.worst_paths_ns: 0.06
  hold_buffers: 0
  worstSkewPairLatency_ns: 0.25
  cts_tree: "yes"
  postCtsSetupBuffers: 0
  cts_max_path_buffers: 2
  cts_resized: 0
run:
  warning_count: 63
  cap_violations: 0
run_status:
  outcome: "finished clean"
worst_hold_path:
  hp-class: "reg -> reg"
==> flip-flops by register name, summed over array words and instances (netlist names) <==
signal   cells
counter     32
clk_out      8
==> metrics by stage <==
step / cells / total power, uW
after detailed placement: 257 / 401.6
after global routing: 265 / 687.2
after floorplan: 201 / 399.7
final: 265 / 610.6
after CTS: 265 / 671.4
after global placement: 257 / 401.5
==> path summary, 6_finish.rpt <==
check	start	end	slack [ns]	depth (start not counted)
max	counter[0]$_SDFF_PN0_	clk_out[1]$_SDFFE_PN1N_	1.77	5
min	counter[31]$_SDFF_PN0_	counter[31]$_SDFF_PN0_	0.47	1
max reg2reg	counter[0]$_SDFF_PN0_	clk_out[1]$_SDFFE_PN1N_	1.77	5
min reg2reg	counter[31]$_SDFF_PN0_	counter[31]$_SDFF_PN0_	0.47	1
==> final cells by class <==
class                           count  area share
Multi-Input combinational cell    151      0.4874
Sequential cell                    40      0.3846
Timing Repair Buffer                9     0.04327
Clock buffer                        6     0.03966
Tap cell                           52     0.03125
Inverter                            5    0.009014
Clock inverter                      2    0.004808
==> metal layers <==
layer  track usage  wire, um
met5             0         0
met4       0.02889        71
met3       0.02482       109
met2        0.2105      1429
met1        0.2427      1830
==> cells in the final DEF, fill, tap and decap left out <==
cell type / synthesis / layout
a21bo_2: 2 / 2
a21oi_1: 4 / 4
a21oi_2: 1 / 1
and3_1: 4 / 4
and3_2: 1 / 1
and4_1: 4 / 4
clkbuf_8: 0 / 6
clkdlybuf4s50_1: 0 / 9
clkinv_2: 0 / 2
dfxtp_1: 40 / 40
ha_1: 2 / 2
inv_1: 5 / 5
mux2_2: 8 / 8
nand2_1: 20 / 20
nand2b_1: 6 / 6
nand3_1: 14 / 14
nand3_2: 1 / 1
nand3b_1: 2 / 2
nand4_1: 9 / 9
nand4_2: 2 / 2
nor2_1: 11 / 11
nor2b_1: 1 / 1
nor3_1: 5 / 5
nor3_4: 1 / 1
nor4_1: 17 / 17
nor4b_1: 1 / 1
o21ai_0: 1 / 1
o31ai_1: 2 / 2
or2_2: 1 / 1
or3_1: 3 / 3
or3_2: 1 / 1
or4_1: 1 / 1
or4_4: 1 / 1
xnor2_1: 20 / 20
xor2_1: 5 / 5
==> cells by family after synthesis <==
logic type / synth area share
AND/OR/NAND/NOR: 0.3295
flip-flops: 0.4313
XOR/XNOR: 0.1179
AND-OR/OR-AND: 0.03706
buffers and inverters: 0.02224
multiplexers: 0.04852
adder cells (fa/ha/maj): 0.01347
==> critical path: cells and delay by family, from the launching register on <==
kind                       cells  cell delay [ns]
muxes                          1             0.40
DFF                            1             0.39
adders and majority gates      1             0.24
and+or+nand+nor                3             1.18
==> power groups by stage <==
stage | combinational, uW | sequential [uW] | clock, uW
CTS | 4.39 | 388 | 279
global route | 4.87 | 388 | 294
finish | 4.32 | 389 | 217
Power and IR drop assume default switching activity.
