==> flow/design.v <==
module led_flow(input clk,input rst,output reg[7:0] led);
reg [31:0] counter;
always@(posedge clk or negedge rst)
	begin
		if(!rst)
			counter<=0;
		else if(counter < 32'd100_0000)
			counter<=counter+1;
		else
			counter<=0;
	end
always@(posedge clk or negedge rst)
	begin
		if(!rst)
			led<=8'b1111_1110;
		else if(counter == 32'd100_0000)
			led[7:0] <= {led[6:0],led[7]};
	end
endmodule
==> flow/run.sh <==
#!/bin/bash
# OpenROAD 26Q1-2900-gdf79404cd8, Yosys 0.63+post, stock flow scripts
make -C /OpenROAD-flow-scripts/flow DESIGN_CONFIG=/design/flow/config.mk WORK_HOME=/design/flow/orfs finish
==> flow/config.mk <==
export PLATFORM = sky130hd
export DESIGN_NAME = led_flow
export DESIGN_NICKNAME = led_flow
export VERILOG_FILES = /design/flow/design.v
export SDC_FILE = /design/flow/constraint.sdc
export NUM_CORES = 4
export LEC_CHECK = 1
export CORE_UTILIZATION = 30
==> flow/constraint.sdc <==
current_design led_flow

set clk_period 3.2
set clk_io_pct 0.2

create_clock -name clk0 -period $clk_period [get_ports {clk}]

set non_clock_inputs [all_inputs -no_clocks]
set_input_delay [expr $clk_period * $clk_io_pct] -clock clk0 $non_clock_inputs
set_output_delay [expr $clk_period * $clk_io_pct] -clock clk0 [all_outputs]
==> out/metrics.yaml <==
routabilityCongestion: 0.7890
ys_dominant_reg_cell: "dfrtp_1"
drt-met1-wl_um: 1431
p_total_mw: 0.9261
grt_antenna_before_repair: 0
die_w_um: 77.18
syn_area_um2: 1695
fp_util_pct: 30.98
crit_chain: "inv_1, ha_1, nand2b_1, or4_4, nor4_4, mux2_2"
synthTopCellsByArea: "dfrtp_1 49%, dfstp_2 11%, mux2_2 5.3%"
fin_skew_ps: 2.823
die-area_um2: 5956
ys_warn_count: 1
wl_met3_um: 94
top_logic_kind: "simple AND/OR/NAND/NOR gates"
outcome: "complete, no violations"
ys_chip_area_um2: 1695
dp_cells: 239
maxCapViolCount: 0
postCtsHoldBufs: 0
ys_ff: 40
cts_tree: "built"
core_area_um2: 5473
intPower_mw: 0.7464
top_area_cell: "dfrtp_1"
die_y_um: 77.18
grt_pass1_wl_um: 4954
end_kind: "flop"
layoutNonFillerInstCount: 247
slowest_stage: "nor4_4"
power-per-cell-area_nw_per_um2: 460.3
swShare_pct: 19.40
via_per_inst: 4.543
numCtsBuffers: 5
clockPowerShare_pct: 43.0
ys_seq_share_pct: 59.56
top_layer: "met4"
ys_cells: 150
syn_inst: 150
rows: 27
edf_count: 0
post_cts_buffers: 0
grt_max_degree: 28
synth_top_area_share_pct: 48.71
critPathMaxStageDelay_ps: 500
ant_nets: 0
pin_count: 10
fill_cells: 553
seqPwrFrac_pct: 55.7
min_path_type: "in2async"
comb_power_share_pct: 1.4
place_area_um2: 1904
avgSynthCellArea_um2: 11.30
warnings: 26
wl_um: 2777
rsz0062_at_grt: "no"
clock-sinks: 40
maxSlewViolCount: 0
mi_logic_area_um2: 681.9
final_cell_area_um2: 2012
clk_latency_ps: 280
period_minus_slack_ps: 2119
clk_path_buf_depth: 2
vias: 1122
cts_max_level: 2
hpwl_um: 1913
tightest_slew_ps: 667.9
p_leak_nw: 0.7850
drc: 0
cts_root_buf: "clkbuf_8"
synthAdderAreaFrac_pct: 1.476
drt_iter0_drc: 56
wl_per_cell_um: 11.24
start_kind: "flop"
area_growth_pct: 18.67
async_reset_ff_share_pct: 100.0
clkTransAtPathRegs_ps: 70
grt_usage_pct: 10.48
worstPathRequired_ps: 3370
fmax_ghz: 0.4718
crit_arrival_ps: 2290
max-slew-margin-rel_pct: 55.47
grt_pass1_vias: 1063
ys_sh_simple_pct: 20.00
ys_types: 31
post_cts_resized: 0
flop_area_um2: 1010
hold_viol: 0
path_class: "reg2reg"
synthAoiAreaFrac_pct: 5.092
portBuffers: 9
setup_violations: 0
drive_above_1_share_pct: 16.57
synthMuxAreaShare_pct: 5.314
p_sw_mw: 0.1797
overflow: 0
peakVddDrop_v: 0.0001919
dr.pass1.iters: 4
period_used_pct: 66.23
worstPathMaxFanout: 8
wl_met2_um: 1214
ys_sh_xor_pct: 5.683
setup_tns_ps: 0
n_antenna_cell: 0
[worst max-delay path: cells and delay by family (launching register included)]
kind,cells,cell delay [ps]
adders and majority gates,1,140
buffers and inverters,1,70
DFF,1,420
muxes,1,400
and+or+nand+nor,3,970
[registers in the layout, summed over array words and instances (netlist names)]
signal	cells
led	8
counter	32
[kinds of logic (layout without fill, tap and decap cells)]
| logic type | Yosys count | count (layout) |
|---|---|---|
| buf+inv | 12 | 26 |
| mux | 8 | 8 |
| compound gates | 15 | 15 |
| other cells | 1 | 12 |
| xor+xnor | 11 | 11 |
| flops | 40 | 40 |
| fa+ha+maj | 2 | 2 |
| simple gates | 61 | 61 |
[through the flow]
step                hold WS (ps)  utilization (%)  setup WS (ps)
floorplan                  344.4                -           1230
global placement           490.5            34.80           1126
detailed placement         506.7            34.80           1087
CTS                        249.2            36.76           1081
global route               263.9            36.76          957.4
finish                     241.4            36.76           1081
[path summary, 6_finish.rpt]
kind / startpoint / end / slack, ps / cells after the start
max: counter[0] / led[0] / 1080 / 6
min: rst / counter[19] / 240 / 1
max reg2reg: counter[0] / led[0] / 1080 / 6
min reg2reg: counter[0] / counter[0] / 510 / 1
max in group asynchronous: rst / led[7] / 2270 / 2
min in group clk0: counter[0] / counter[0] / 510 / 1
[Yosys cell counts (5+ instances only)]
master / instances
a21oi_1: 7
nor2_1: 18
dfrtp_1: 33
mux2_2: 8
dfstp_2: 7
nor4_1: 5
nand3_1: 10
xnor2_1: 6
nand4_1: 5
xor2_1: 5
nand2_1: 6
inv_1: 8
[final cells by class]
cell class                 count  share of cell area [%]
timing repair buffer          10                   4.602
inverter                       8                   1.493
multi-input combinational    109                   33.89
clock buffer                   6                   3.607
sequential                    40                   50.19
clock inverter                 2                   1.741
tap                           72                   4.478
[cells in the final DEF (no fill, tap or decap), types with 2 or more instances in the layout]
| cell | instances |
|---|---|
| dfrtp_1 | 33 |
| mux2_2 | 8 |
| o31ai_1 | 2 |
| xor2_1 | 5 |
| or3_1 | 4 |
| nand2_1 | 6 |
| nand4_1 | 5 |
| nor3_1 | 2 |
| o21ai_0 | 4 |
| nor4_1 | 5 |
| nor2_1 | 18 |
| a21oi_1 | 7 |
| ha_1 | 2 |
| clkbuf_8 | 5 |
| dfstp_2 | 7 |
| nand3_1 | 10 |
| xnor2_1 | 6 |
| and4_1 | 2 |
| conb_1 | 12 |
| inv_1 | 8 |
| clkdlybuf4s50_1 | 8 |
[power by group through the flow]
stage | registers, mW | clock network [mW] | logic (mW)
final | 0.515 | 0.398 | 0.0130
after global routing | 0.516 | 0.434 | 0.0167
after CTS | 0.515 | 0.412 | 0.0142
[layer usage]
| metal | vias up | GRT usage, % |
|---|---|---|
| met5 | - | 0 |
| met4 | 0 | 1.509 |
| met3 | 5 | 2.418 |
| met2 | 10 | 15.40 |
| met1 | 546 | 16.59 |
| li1 | 561 | - |
No activity file was given, so power comes from the tool's default toggle rates.
